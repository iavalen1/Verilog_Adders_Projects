<file path="flow/run.sh">
#!/bin/bash
# OpenROAD 26Q1-2900-gdf79404cd8, Yosys 0.63+post, stock flow scripts
make -C /OpenROAD-flow-scripts/flow DESIGN_CONFIG=/design/flow/config.mk WORK_HOME=/design/flow/orfs finish
</file>
<file path="flow/config.mk">
export PLATFORM = sky130hd
export DESIGN_NAME = gcd_ctrl
export DESIGN_NICKNAME = gcd_ctrl
export VERILOG_FILES = /design/flow/design.v
export SDC_FILE = /design/flow/constraint.sdc
export NUM_CORES = 4
export LEC_CHECK = 1
export CORE_AREA = 10 10 70 70
export DIE_AREA = 0 0 80 80
</file>
<file path="flow/constraint.sdc">
current_design gcd_ctrl

set clk_period 1.4
set clk_io_pct 0.2

create_clock -name clk0 -period $clk_period [get_ports {clk}]

set non_clock_inputs [all_inputs -no_clocks]
set_input_delay [expr $clk_period * $clk_io_pct] -clock clk0 $non_clock_inputs
set_output_delay [expr $clk_period * $clk_io_pct] -clock clk0 [all_outputs]
</file>
<file path="flow/design.v">
`timescale 1 ns / 1 ns
module gcd_DP
#(parameter integer WIDTH = 4)
(clk,reset,x_sel,y_sel,x_ld,y_ld,d_ld,X,Y,x_neq_y,x_lt_y,d_o);
    input clk,reset,x_sel,y_sel,x_ld,y_ld,d_ld;
    input [WIDTH-1:0] X,Y;
    output x_neq_y,x_lt_y;
    output reg [WIDTH-1:0] d_o;
    reg [WIDTH-1:0] next_X,next_Y,QX,QY;
    wire [WIDTH-1:0] XminusY,YminusX;
    always @(posedge clk, posedge reset)
    begin
        if (reset)
            QX <= {(WIDTH){1'b0}};
        else
            QX <= x_ld ? next_X : QX;
    end
    always @(posedge clk, posedge reset)
    begin
        if (reset)
            QY <= {(WIDTH){1'b0}};
        else
            QY <= y_ld ? next_Y : QY;
    end
    assign x_neq_y = QX != QY;
    assign x_lt_y = QX < QY;
    assign XminusY = QX - QY;
    assign YminusX = QY - QX;
    always @(*)
    begin
        next_X = x_sel ? XminusY: X;
        next_Y = y_sel ? YminusX: Y;
    end
    always @(posedge clk)
        d_o <= d_ld ? QX : d_o;
endmodule
module gcd_ctrl
(clk,reset,go_i,x_neq_y,x_lt_y,x_sel,y_sel,x_ld,y_ld,d_ld);
    input clk,reset,go_i,x_neq_y,x_lt_y;
    output reg x_sel,y_sel,x_ld,y_ld,d_ld;
    reg [3:0] state,next_state;
    parameter S0 = 4'b0000;
    parameter S1 = 4'b0001;
    parameter S2 = 4'b0010;
    parameter S3 = 4'b0011;
    parameter S4 = 4'b0100;
    parameter S5 = 4'b0101;
    parameter S6 = 4'b0110;
    parameter S7 = 4'b0111;
    parameter S8 = 4'b1000;
    parameter S9 = 4'b1001;
    parameter S10 = 4'b1010;
    parameter S11 = 4'b1011;
    parameter S12 = 4'b1100;
    always @(posedge clk, posedge reset)
    begin
        if (reset)
            state <= S0;
        else
            state <= next_state;
    end
    always@(*)
    begin
        case (state)
            S0: next_state = S1;
            S1: next_state = ~go_i ? S2 : S3;
            S2: next_state = S1;
            S3: next_state = S4;
            S4: next_state = S5;
            S5: next_state = x_neq_y ? S6 : S11;
            S6: next_state = x_lt_y ? S7 : S8;
            S7: next_state = S9;
            S8: next_state = S9;
            S9: next_state = S10;
            S10: next_state = S5;
            S11: next_state = S12;
            S12: next_state = S0;
            default: next_state = S0;
        endcase  
    end  
    always @(*)
    begin
        x_sel = (state == S8) ? 1'b1 : 1'b0;
        y_sel = (state == S7) ? 1'b1 : 1'b0;
        x_ld = (state == S3 | state == S8) ? 1'b1 : 1'b0;
        y_ld = (state == S4 | state == S7) ? 1'b1 : 1'b0;
        d_ld = (state == S11) ? 1'b1 : 1'b0;
    end
endmodule  
</file>
==> impl_metrics.yaml <==
# implementation run metrics
status:
  status: "finished clean"
synthesis:
  yosysUniqueCellTypes: 6
  ys_area_sq_um: 399
  synth.avg_cell_area_sq_um: 16.0
  topCellsByArea: "dfrtp_1, or2_1, dfstp_2"
  top_area_share_pct: 75.2
  ys.flops: 13
  yosys_warnings: 1
  netlist_area_sq_um: 399
  syn_inst: 25
  yosys-stat-cells: 25
  yosysTopAreaCell: "dfrtp_1"
  ys_seq_share_pct: 81.8
global_route:
  grtUsageMet1_pct: 3.01
  grtUsageTotal_pct: 2.43
  met3_usage_pct: 2.05
  grt_first_pass_wirelength_microns: 1170
  grt_overflow: 0
  grt-busiest-layer: "met2"
  use_met2_pct: 3.21
  grt_max_degree: 14
  antenna_found_initial: 0
  grt_pass1_vias: 233
clocking:
  worstSkewPairLatency_ns: 0.26
  cts_tree: "yes"
  clkSinkCount: 13
  h-tree-depth: 1
  clk_pin_slew_ns: 0.07
  cts_buffers: 3
  postCtsHoldBufs: 0
  clockBufferDepth: 2
  clockRootBuffer: "clkbuf_4"
die:
  dieHeight_microns: 80
  dieArea_sq_mm: 0.00640
  rows: 21
  die-width_microns: 80
  core_sq_mm: 0.00342
  initCoreUtil_pct: 11.7
  io_pins: 10
worst_setup_path:
  worstPathCellList: "or2_1, clkdlybuf4s15_1"
  reg2reg_setup_slack_ns: 0.56
  arrival_ns: 1.03
  slowest_delay_ns: 0.37
  r2r_cells: 2
  critPathCaptureType: "output pin"
  required_ns: 1.12
  worstSetupStartpointType: "register"
  slowest_stage: "dfrtp_1"
  criticalPathCategory: "register to output pin"
  path_max_fanout: 2
drt:
  wl_microns: 710
  viasPerCell: 2.47
  drc: 0
  detail-route-antenna-nets: 0
  dr.pass1.iters: 3
  post_drt_wl_per_cell_microns: 8.26
  diodes: 0
  vias: 212
  first_iter_violations: 12
finish:
  layout-drive-gt1-share_pct: 15.0
  synthToLayoutAreaGrowth_pct: 47.3
  lay_top_cells: "dfrtp_1, or2_1, clkdlybuf4s50_1"
  fillers: 379
  finalNonFillerCells: 86
  regMostFlops: "state"
  largest_reg_flops: 13
  reg_top3: "state x13"
  layout_top_cell: "dfrtp_1"
final_timing:
  finalHoldWorstSlack_ns: 0.320
  fin_ws_ns: 0.0866
  finalSetupViolCount: 0
  worst_pin_slew_ns: 0.459
  max_clock_freq_mhz: 761
  fin_crit_ns: 1.31
  maxSlewHeadroom_pct: 69.4
  hold_viol_final: 0
  setup_tns_ns: 0
  period_used_pct: 93.8
  grt_setup_unrepaired: "no"
  final_max_slew_viol_count: 0
  clock_skew_ns: 0.00149
placement:
  place_congestion: 0.757
  hpwl_microns: 547
  pre_cts_ws_ns: 0.106
  dp.cells: 80
  portBuffers: 9
power_and_ir_drop:
  p_clk_share_pct: 35.3
  p_per_area_mw_per_mm2: 1030
  p_sw_share_pct: 18.6
  p_seq_share_pct: 61.7
  pwr-share-comb_pct: 3.0
  power_mw: 0.609
  power_switching_mw: 0.113
  ir_worst_vdd_mv: 0.535
  p_leak_nw: 0.315
  cell_internal_pwr_mw: 0.495
run:
  warning_count: 25
  cap_violations: 0
min_path:
  min_path_type: "primary input to asynchronous set/reset pin"
==> worst paths after layout <==
check,end,from
min in group clk0,state[0],state[3]
worst min-delay path,state[7],reset
worst min register to register,state[0],state[3]
worst max-delay path,x_ld,state[1]
worst max register to register,state[8],state[12]
max in group asynchronous,state[0],reset
==> logic make-up (layout without fill, tap and decap cells) <==
| kind of cell | Yosys count | in the layout | share of synthesized area (%) |
|---|---|---|---|
| buf+inv | 1 | 16 | 0.940 |
| simple gates | 11 | 11 | 17.2 |
| flops | 13 | 13 | 81.8 |
==> cells in the mapped netlist (all sizes together) <==
master and number:
or2 5, inv 1, nor2b 3, dfrtp 12, and2 3, dfstp 1
==> area by class of cell <==
cell class	count	area, sq um	area share, %
multi-input cells	11	68.8	11.7
well taps	46	57.6	9.79
repair buffers	11	105	17.9
inverters	1	3.75	0.638
flip-flops and latches	13	327	55.5
clock buffers	4	26.3	4.47
==> per-layer routing <==
metal	wire, microns	share of wire [%]	vias up
met1	327	46	96
met2	279	39	10
met3	96	14	2
met4	6	0.85	0
li1	-	-	104
met5	0	0	-
==> power groups by stage <==
stage	Sequential [mW]	Clock (mW)	Combinational, mW
finish	0.375	0.215	0.0184
global route	0.375	0.243	0.0210
CTS	0.375	0.226	0.0193
==> through the flow <==
| stage | instance area [sq um] | util (%) |
|---|---|---|
| 6_report | 588 | 17.2 |
| 5_1_grt | 588 | 17.2 |
| 4_1_cts | 583 | 17.1 |
| 3_5_place_dp | 547 | 16.0 |
| 3_3_place_gp | 547 | 16.0 |
| 2_1_floorplan | 399 | - |
==> worst max-delay path: cells and delay by family (launching register included) <==
family,cells,cell delay (ns)
flops,1,0.37
buf+inv,1,0.18
simple gates,1,0.22
==> timing repair <==
item / CTS / global route
cloned: 0 / 0
resized: 4 / 3
pin swaps: 1 / 0
endpoints found under the setup margin: 4 / 3
setup buffers: 2 / 0
Power is estimated from default activity; no workload was simulated.
