$ cat design/flow/constraint.sdc
current_design dice_game_ctrl

set clk_period 1.1
set clk_io_pct 0.2

create_clock -name clk0 -period $clk_period [get_ports {clk}]

set non_clock_inputs [all_inputs -no_clocks]
set_input_delay [expr $clk_period * $clk_io_pct] -clock clk0 $non_clock_inputs
set_output_delay [expr $clk_period * $clk_io_pct] -clock clk0 [all_outputs]
$ cat design/flow/config.mk
export PLATFORM = sky130hd
export DESIGN_NAME = dice_game_ctrl
export DESIGN_NICKNAME = dice_game_ctrl
export VERILOG_FILES = /design/flow/design.v
export SDC_FILE = /design/flow/constraint.sdc
export NUM_CORES = 4
export LEC_CHECK = 1
export CORE_UTILIZATION = 50
$ cat design/flow/run.sh
#!/bin/bash
# OpenROAD 26Q1-2900-gdf79404cd8, Yosys 0.63+post, stock flow scripts
make -C /OpenROAD-flow-scripts/flow DESIGN_CONFIG=/design/flow/config.mk WORK_HOME=/design/flow/orfs finish
$ cat design/flow/design.v
`timescale 1 ns / 1 ns
module counter
(clk,reset,roll_counter);
    input clk,reset;
    output reg [2:0] roll_counter;
    reg state,next_state;
    parameter S0 = 3'b000;
    parameter S1 = 3'b001;
    parameter S2 = 3'b010;
    parameter S3 = 3'b011;
    parameter S4 = 3'b100;
    parameter S5 = 3'b101;
    always @(posedge clk, posedge reset)
    begin
        if (reset)
            state <= S0;
        else
            state <= next_state;
    end
    always @(*)
    begin
        case (state)
            S0: next_state = S1;
            S1: next_state = S2;
            S2: next_state = (roll_counter < 6) ? S3 : S5;
            S3: next_state = S4;
            S4: next_state = S2;
            S5: next_state = S0;
            default: next_state = S0;
        endcase
    end
    always @(*)
    begin
        if(state == S1)
            roll_counter = 0;
        if(state == S3)
            roll_counter = roll_counter + 1;
    end
endmodule 
module dice_game_ctrl
(roll_button1,roll_button2,roll_counter1,roll_counter2,reset,clk,diceout1,diceout2,result,roll);
    input roll_button1,roll_button2,reset,clk;
    input [2:0] roll_counter1,roll_counter2;
    output reg [2:0] diceout1,diceout2;
    output reg roll,result;
    reg [3:0] sum;
    integer chances;
    reg [4:0] state,next_state;
    parameter S0 = 5'b00000;
    parameter S1 = 5'b00001;
    parameter S2 = 5'b00010;
    parameter S3 = 5'b00011;
    parameter S4 = 5'b00100;
    parameter S5 = 5'b00101;
    parameter S6 = 5'b00110;
    parameter S7 = 5'b00111;
    parameter S8 = 5'b01000;
    parameter S9 = 5'b01001;
    parameter S10 = 5'b01010;
    parameter S11 = 5'b01011;
    parameter S12 = 5'b01100;
    parameter S13 = 5'b01101;
    parameter S14 = 5'b01110;
    parameter S15 = 5'b01111;
    parameter S16 = 5'b10000;
    parameter S17 = 5'b10001;
    parameter S18 = 5'b10010;
    parameter S19 = 5'b10011;
    parameter S20 = 5'b10100;
    parameter S21 = 5'b10101;
    parameter S22 = 5'b10110;
    parameter S23 = 5'b10111;
    parameter S24 = 5'b11000;
    parameter S25 = 5'b11001;
    always @(posedge clk, posedge reset)
    begin
        if (reset)
            state <= S0;
        else
            state <= next_state;
    end
    always @(*)
    begin
        case (state)
            S0: next_state = S1;
            S1: next_state = S2;
            S2: next_state = S3;
            S3: next_state = (chances > 0) ? S4 : S23;
            S4: next_state = (roll_button1 == 0 || roll_button2 == 0) ? S5 : S6;
            S5: next_state = S4;
            S6: next_state = S7;
            S7: next_state = S8;
            S8: next_state = S9;
            S9: next_state = (sum == 2 || sum == 3 || sum == 12) ? S10 : S13;
            S10: next_state = S11;
            S11: next_state = S12;
            S12: next_state = S21;
            S13: next_state = (sum == 7 || sum == 11) ? S14 : S17;
            S14: next_state = S15;
            S15: next_state = S16;
            S16: next_state = S21;
            S17: next_state = (chances == 1 && (sum != 7 || sum != 11)) ? S18 : S20;
            S18: next_state = S19;
            S19: next_state = S21;
            S20: next_state = S21;
            S21: next_state = S22;
            S22: next_state = S3;
            S23: next_state = S0;
            default: next_state = S0;
        endcase
    end
    always @(*)
    begin
        if(state == S1)
            chances = 3;
        if(state == S2)
            roll = 1;
        if(state == S6)
            diceout1 = roll_counter1;
        if(state == S7)
            diceout2 = roll_counter2;
        if(state == S8)
            sum = diceout1 + diceout2;
        if(state == S10)
            result = 0;
        if(state == S11)
            roll = 0;
        if(state == S12)
            chances = 0;
        if(state == S14)
            result = 1;
        if(state == S15)
            roll = 0;
        if(state == S16)
            chances = 0;
        if(state == S18)
            result = 0;
        if(state == S19)
            roll = 0;
        if(state == S20)
            chances = chances - 1;
    end
endmodule 
==> Changelog: implementation <==
### Metrics

* Status: complete, no violations
* Routed vias at 2,232
* Drt drc at 0
* Cell area after synthesis at 2673 um^2
* H-tree levels at 1
* Share of final-layout standard cells stronger than drive strength 1 at 8.911%
* Area fraction in and, or, nand and nor cells after synthesis at 25.94%
* OpenROAD warnings at 26
* Post-cts sizing count at 0
* Kind of end point of the critical path: register
* Share of the cycle needed by the critical path after routing at 74.82%
* Required time of the critical path at 1250 ps
* First-pass iteration count of the detailed router at 4
* Final Hold Vio Count at 0
* Number of enable flip-flop cells at 0
* Largest clock skew in the final design at 1.684 ps
* CTS tree: yes
* First-pass GRT wire length at 9280 um
* Buffers inserted during post-CTS setup optimization at 0
* Count of endpoints without a timing constraint at 52
* Core box area at 5140 um^2
* Number of instances in the synthesized netlist at 289
* Chip Area, Yosys at 2673 um^2
* Critical path startpoint category: register
* Average size of a mapped cell at 9.248 um^2
* Maximum fanout encountered on the critical timing path at 3
* Starting density of the core at 52.00%
* Antenna diode count at 0
* Clock period minus worst slack at 823.0 ps
* Number of I/O port buffers at 17
* Final standard cell area without fillers at 2967 um^2
* Main logic family after synthesis: simple AND/OR/NAND/NOR gates
* Die outline height at 75.11 um
* Combined global-route utilization of all metal layers at 22.21%
* First DRT Iteration DRCs at 111
* Via count of the first global-routing pass at 1,949
* Synth warnings at 64
* Antenna-violating nets left at 0
* Clock root buffer: sky130_fd_sc_hd__clkbuf_8
* Buffers and inverters on the worst path at 0
* Overall routed net length at 5750 um
* Xor/xnor share of the synthesized area at 1.966%
* Cell total in the yosys stat output at 289
* Hold crit path type: input port to async pin
* Layout Cells excl Fill at 373
* Async set-reset flop share out of synthesis at 35.29%
* Drt wl/cell at 15.42 um
* Maximum frequency from static timing analysis at 1215 MHz
* Power density of the placed cells at 525.2 nW/um^2
* # rows at 26
* Detailed placement HPWL at 4156 um
* Fa+ha+maj area frac at 2.622%
* Placement-stage cell area at 2912 um^2
* CTS Buf Count at 3
* Worst endpoint data arrival time at 980 ps
* Number of violations of the max-capacitance limit at 0
* Static Leak at 1.376 nW
* Final tally of setup violations at 0
* Synthesized registers at 68
* Layout area overhead at 11.00%
* Clock transition time at the flip-flop clock pins of the worst setup and hold paths at 80 ps
* DR vias/cell at 5.984
* Largest net degree at the start of global routing at 33
* Number of register pins that no clock reaches at 44
* Unrepaired setup endpoints after global routing: no
* Late-Pin Clk Latency at 260 ps
* Top-level port count at 18
* Complex-gate fraction of the synthesized area at 18.16%
* Setup TNS at 0 ps
* Worst slew margin at 36.01%
* Initial antenna violation count at 0
* Max Buffers Root-to-Sink at 2
* Chip area at 5642 um^2
* Die extent in x at 75.11 um
* Total congestion overflow after global routing at 0
* Number of cells after detailed placement at 369
* Cell with the largest stage delay on the worst path: sky130_fd_sc_hd__dfrtp_1
* MUX area fraction at 0.7491%
* Main flop type after synthesis: sky130_fd_sc_hd__dlxtn_1
* Largest delay contributor family on the critical path: flip-flops
* CTS Hold Buffers Added at 0
* Placer Congestion at 0.8259
* Worst slew pin tran at 956.4 ps
* Cell-by-cell listing of the critical path: nor2b_1 > a22o_1
* IR drop worst, VDD at 0.8985 mV
* Final Max Slew Viols at 0
* Slowest cell delay on critical path at 390 ps
* Worst Setup Path Type: register to register
* Distinct cell type count of the synthesized netlist at 61
cell usage after synthesis, drive strengths merged, types with 3 or more instances:
master	count	area, um^2
and2	4	25.02
dfrtp	23	575.6
nor2b	4	25.02
inv	6	22.52
nand2	24	92.59
o311ai	8	70.07
or3	7	43.79
nor4	14	123.9
clkbuf	6	32.53
a311oi	6	52.55
o211ai	4	30.03
a21oi	17	85.08
dlxtp	10	150.1
ha	4	50.05
or2	4	27.53
xnor2	4	35.03
o21ai	11	58.80
nor3	17	96.35
buf	5	33.78
and3	4	25.02
or4	8	70.07
dlxtn	34	510.5
o21a	3	22.52
nor2	23	86.33
a31oi	3	18.77
o31ai	4	30.03
nand3	8	45.04
power breakdown:
group / switching (mW) / leakage (nW) / internal (mW)
Combinational: 0.0420 / 0.678 / 0.0543
Sequential: 0 / 0.669 / 0.889
Clock: 0.254 / 0.0288 / 0.319
per-stage QoR:
step                power (mW)  hold slack (ps)  setup WS [ps]  util, %
global placement         1.003            352.2          199.2    56.65
global route             1.627            292.3          224.6    57.72
detailed placement       1.005            341.1          194.8    56.65
floorplan               0.9490            233.9          316.0        -
CTS                      1.574            279.7          276.3    57.72
finish                   1.558            272.8          277.0    57.72
kinds of logic (layout without fill, tap and decap cells):
kind of cell / after synthesis / count (layout)
simple gates: 121 / 121
compound gates: 70 / 70
latches: 44 / 44
flops: 24 / 24
buf+inv: 17 / 31
xor+xnor: 6 / 6
fa+ha+maj: 5 / 5
mux: 2 / 2
final cells by class:
| class | count | area, um^2 |
|---|---|---|
| Multi-Input combinational cell | 204 | 1326 |
| Fill cell | 500 | 2173 |
| Sequential cell | 68 | 1262 |
| Clock buffer | 4 | 55.05 |
| Inverter | 6 | 22.52 |
| Tap cell | 70 | 87.58 |
| Timing Repair Buffer | 21 | 212.7 |
state kept, by name (all words and copies together), names as in the netlist:
name	count
chances	32
state	24
sum	4
diceout1	3
diceout2	3
result	1
roll	1
layout by cell type (no fill, tap or decap), drive strengths merged, types with 2 or more instances in the layout:
| master | count |
|---|---|
| a21oi | 17 |
| dfrtp | 23 |
| and2 | 4 |
| or3 | 7 |
| nand3 | 8 |
| o211ai | 4 |
| inv | 6 |
| or2 | 4 |
| nor2b | 4 |
| clkbuf | 4 |
| a211oi | 2 |
| buf | 4 |
| dlxtn | 34 |
| o21ai | 11 |
| and3 | 4 |
| o21a | 3 |
| a21boi | 2 |
| a21o | 2 |
| or4 | 8 |
| xor2 | 2 |
| clkdlybuf4s50 | 17 |
| nand2 | 24 |
| a31oi | 3 |
| xnor2 | 4 |
| nor2 | 23 |
| dlxtp | 10 |
| ha | 4 |
| mux2i | 2 |
| o311ai | 8 |
| a311oi | 6 |
| nor4 | 14 |
| nor3 | 17 |
| o31ai | 4 |
per-layer routing:
| metal | track usage (%) | part of all wire, % | vias to the layer above |
|---|---|---|---|
| met5 | 0 | 0 | - |
| met1 | 35.29 | 48 | 1073 |
| met2 | 36.14 | 48 | 34 |
| li1 | - | - | 1117 |
| met4 | 3.564 | 1.7 | 0 |
| met3 | 0.8141 | 2.3 | 8 |
final timing paths:
path | start | cells after the start | slack, ps | end
max | state[18] | 2 | 280 | state[22]
max in group asynchronous | reset | 3 | 610 | state[0]
max reg2reg | state[18] | 2 | 280 | state[22]
min in group clk0 | state[22] | 0 | 360 | state[0]
min reg2reg | state[22] | 0 | 360 | state[0]
min | reset | 3 | 270 | state[20]
tightest hold or removal path, delay by kind of cell:
kind                   cells  cell delay, ps
buffers and inverters      3             660
Power figures rest on the tool's default switching activity, not on a simulated workload.
